## design/flow/design.v

```verilog
package spc700;
typedef struct packed {
    logic [1:0] stateCtrl;
    logic [1:0] addrBus;
    logic [5:0] addrCtrl;
    logic [4:0] regMode;
    logic [1:0] regAXY;
    logic [4:0] busCtrl;
    logic [5:0] ALUCtrl;
    logic [2:0] outBus;
} MicroInst_r;
typedef struct packed {
    logic [2:0] fstOp;
    logic [3:0] secOp;
    logic chgHO;
    logic intC;
    logic chgCO;
} ALUCtrl_r;
typedef struct packed {
    logic [2:0] loadPC;
    logic [1:0] loadSP;
    logic [2:0] loadP;
    logic [1:0] loadT;
} RegCtrl_r;
typedef struct packed {
    ALUCtrl_r ALU_CTRL;
    logic [1:0] STATE_CTRL;
    logic [1:0] ADDR_BUS;
    logic [5:0] ADDR_CTRL;
    logic [2:0] LOAD_PC;
    logic [1:0] LOAD_SP;
    logic [1:0] LOAD_AXY;
    logic [2:0] LOAD_P;
    logic [1:0] LOAD_T;
    logic [4:0] BUS_CTRL;
    logic [2:0] OUT_BUS;
} MCode_r;
endpackage
module sound_level (
    input clk,
    input ready,         
    input signed [15:0] audio,
    output reg [7:0] level
);
localparam SAMPLES = 64;
reg [7:0] cnt = 8'b0;
reg [7:0] level_next = 8'b0;
always @(posedge clk) begin
    reg [7:0] a;
    a = (audio < 0 ? -audio : audio) >> 7;
    if (ready) begin
        cnt <= cnt + 1;
        if (cnt == SAMPLES - 1) begin
            cnt <= 0;
            level <= level_next;
            level_next <= a;
        end else begin
            if (a > level_next)
                level_next <= a;
        end
    end
end
endmodule
```

## design/flow/run.sh

```bash
#!/bin/bash
# OpenROAD 26Q1-2900-gdf79404cd8, Yosys 0.63+post, stock flow scripts
make -C /OpenROAD-flow-scripts/flow DESIGN_CONFIG=/design/flow/config.mk WORK_HOME=/design/flow/orfs finish
```

## design/flow/config.mk

```make
export PLATFORM = sky130hd
export DESIGN_NAME = sound_level
export DESIGN_NICKNAME = sound_level
export VERILOG_FILES = /design/flow/design.v
export SDC_FILE = /design/flow/constraint.sdc
export NUM_CORES = 4
export LEC_CHECK = 1
export CORE_AREA = 10 10 102 102
export DIE_AREA = 0 0 112 112
```

## design/flow/constraint.sdc

```tcl
current_design sound_level

set clk_period 4.3
set clk_io_pct 0.2

create_clock -name clk0 -period $clk_period [get_ports {clk}]

set non_clock_inputs [all_inputs -no_clocks]
set_input_delay [expr $clk_period * $clk_io_pct] -clock clk0 $non_clock_inputs
set_output_delay [expr $clk_period * $clk_io_pct] -clock clk0 [all_outputs]
```

==> results.toml <==
# physical design summary
[synthesis]
ys_area_um2 = 1270
async_flop_share_pct = 0
synth.top_cells.by_count = "24 x edfxtp_1, 11 x xnor2_1, 9 x ha_1"
ys.flop_type = "edfxtp_1"
netlist-cell-type-count = 24
area_leaders = "edfxtp_1 57%, ha_1 8.9%, xnor2_1 7.6%"
edf_count = 24
ys_warn_count = 1
top_cell = "edfxtp_1"
synth.top_cell.area_share_pct = 56.9
netlist_area_um2 = 1270
avgSynthCellArea_um2 = 13.1
ys.flops = 24
synthCells = 97
ys_cells = 97
postSynthSeqShare_pct = 56.9
largest_area_cell = "edfxtp_1"

[power]
vdd_ir_drop_max_mv = 0.129
swShare_pct = 21.2
p_leak_nw = 0.580
p_comb_share_pct = 14.8
power.density_nw_per_um2 = 330
seq_power_share_pct = 51.3
cell_internal_pwr_w = 0.000447
total_power_w = 0.000568
power_switching_w = 0.000121
clock_power_share_pct = 33.9

[timing]
min_period_ns = 3.30
worstMarginPinSlew_ns = 0.465
rsz0062_at_grt = "no"
fin_setup_tns_ns = 0
finalSetupViolCount = 0
hold_violations = 0
final.period_utilization_pct = 76.6
fin_skew_ns = 0.00672
slew_violations = 0
slew_headroom_pct = 68.9
max_freq_mhz = 303

[global_route]
grt_usage_pct = 3.69
grt_pass1_wl_mm = 3.90
overflow = 0
grt_pass1_vias = 843
grt_max_degree = 15
grt_antenna_before_repair = 0

[die]
core-area_um2 = 8220
die_w_um = 112
pin_count = 26
fp-utilization_pct = 15.4
die_h_um = 112
dieArea_um2 = 12500
rows = 33

[run]
tool_warnings = 25
max-cap-violations = 0

[worst_setup_path]
cp-end-kind = "flip-flop"
required_ns = 4.29
reg2reg_slack_ns = 2.25
worst_r2r_path_depth = 5
cp.arrival_ns = 3.28
r2r-start = "cnt[0]$_SDFFCE_PN0P_"
crit_path_max_fanout = 8
r2r_end = "level_next[3]$_DFFE_PP_"
worstSetupStartpointType = "input pin"
worstSetupPathType = "in -> reg"

[routing]
avgRoutedWirePerCell_um = 9.92
dr.pass1.iters = 4
antenna_left = 0
routed_wirelength_mm = 2.29
via_per_inst = 3.41
vias = 788
drtIter0Drc = 22
route.detailed.drc = 0
route.antenna.diode_count = 0

[worst_hold_path]
hold_depth = 0
holdPathEnd = "level[1]$_DFFE_PP_"
hp-class = "reg -> reg"
min_from = "level_next[1]$_DFFE_PP_"

[cts]
cts_made_buffers = 3
insertion_delay_ns = 0.26
clk_pin_slew_ns = 0.08
htreeDepth = 1
cts_setup_buffers = 0
cts_resized = 0
clock_sinks = 24
hold_buffers = 0
cts_tree = "built"
clockRootBuffer = "clkbuf_8"
cts_buffer_depth = 2

[placed_design]
dp_hpwl_mm = 1.90
io_buffers = 25
place.gp.congestion = 0.781

[finish]
syn2layout_area_growth_pct = 35.8
drive_gt1_share_pct = 7.14

[run_status]
outcome = "completed"
registers in the layout, summed over array words and instances (netlist names):
name	count
level	8
cnt	8
level_next	8
critical path: stages:
cell and delay, ns:
clkdlybuf4s50_1 0.45, or3_1 0.40, or2_4 0.25, o31ai_4 0.17
xnor2_1 0.12, ha_1 0.32, nand4_1 0.10, or3_1 0.35
o311a_1 0.25
cell families after synthesis:
kind of cell	synth area share, %
adders and majority gates	8.89
AOI/OAI and AO/OA	8.00
and+or+nand+nor	14.4
DFF	56.9
buffers and inverters	2.08
xor gates and xnor gates	9.68
placed cells by master, fill, tap and decap left out, drive strengths merged:
cell type       n
a21oi           4
and2            1
and3            2
bufinv          1
clkbuf          3
clkdlybuf4s50  25
edfxtp         24
ha              9
inv             7
nand2           5
nand3           5
nand4           3
nor2            4
nor2b           2
nor3            1
nor4            2
o211ai          1
o21ai           7
o311a           1
o31ai           2
or2             1
or3             2
xnor2          11
xor2            3
stage by stage:
| stage | worst slack [ns] | cells | hold WS, ns | instance area, um2 | util (%) |
|---|---|---|---|---|---|
| after floorplan | 1.32 | 97 | 0.426 | 1270 | - |
| after global placement | 0.770 | 227 | 0.433 | 1650 | 20.1 |
| after detailed placement | 0.708 | 227 | 0.434 | 1650 | 20.1 |
| after CTS | 0.995 | 231 | 0.462 | 1720 | 20.9 |
| after global routing | 0.791 | 231 | 0.478 | 1720 | 20.9 |
| final | 1.00 | 231 | 0.458 | 1720 | 20.9 |
cell type report:
| cell class | count | area, um2 |
|---|---|---|
| Multi-Input combinational cell | 66 | 519 |
| Inverter | 7 | 26.3 |
| Sequential cell | 24 | 721 |
| Clock buffer | 3 | 41.3 |
| Fill cell | 857 | 6500 |
| Clock inverter | 1 | 30.0 |
| Tap cell | 105 | 131 |
| Timing Repair Buffer | 25 | 250 |
metal layers:
layer,vias to the layer above,part of all wire (%),global-route usage (%)
met5,-,0,0
met4,0,0.44,0.254
met3,2,8.1,1.79
met2,25,41,5.48
met1,342,51,5.01
li1,419,-,-
power by group through the flow:
stage	Clock, W	Combinational, W	Sequential, W
4_1_cts	0.000199	0.0000851	0.000292
5_1_grt	0.000210	0.0000953	0.000294
6_report	0.000193	0.0000840	0.000291
worst max path at each step:
stage / slack [ns] / start / endpoint / cells past startpoint
CTS: 1.0 / audio[10] / level_next[0]$_DFFE_PP_ / 9
finish: 1.00 / audio[10] / level_next[3]$_DFFE_PP_ / 9
global route: 0.79 / audio[2] / level_next[4]$_DFFE_PP_ / 9
Power and IR drop assume default switching activity.
