<file path="design.v">
package spc700;
typedef struct packed {
    logic [1:0] stateCtrl;
    logic [1:0] addrBus;
    logic [5:0] addrCtrl;
    logic [4:0] regMode;
    logic [1:0] regAXY;
    logic [4:0] busCtrl;
    logic [5:0] ALUCtrl;
    logic [2:0] outBus;
} MicroInst_r;
typedef struct packed {
    logic [2:0] fstOp;
    logic [3:0] secOp;
    logic chgHO;
    logic intC;
    logic chgCO;
} ALUCtrl_r;
typedef struct packed {
    logic [2:0] loadPC;
    logic [1:0] loadSP;
    logic [2:0] loadP;
    logic [1:0] loadT;
} RegCtrl_r;
typedef struct packed {
    ALUCtrl_r ALU_CTRL;
    logic [1:0] STATE_CTRL;
    logic [1:0] ADDR_BUS;
    logic [5:0] ADDR_CTRL;
    logic [2:0] LOAD_PC;
    logic [1:0] LOAD_SP;
    logic [1:0] LOAD_AXY;
    logic [2:0] LOAD_P;
    logic [1:0] LOAD_T;
    logic [4:0] BUS_CTRL;
    logic [2:0] OUT_BUS;
} MCode_r;
endpackage
module tmds_channel
#(
    parameter int CN = 0
)
(
    input logic clk_pixel,
    input logic [7:0] video_data,
    input logic [3:0] data_island_data,
    input logic [1:0] control_data,
    input logic [2:0] mode,   
    output logic [9:0] tmds = 10'b1101010100
);
logic signed [4:0] acc = 5'sd0;
logic [8:0] q_m;
logic [9:0] q_out;
logic [9:0] video_coding;
assign video_coding = q_out;
logic [3:0] N1D;
logic signed [4:0] N1q_m07;
logic signed [4:0] N0q_m07;
always_comb
begin
    N1D = video_data[0] + video_data[1] + video_data[2] + video_data[3] + video_data[4] + video_data[5] + video_data[6] + video_data[7];
    case(q_m[0] + q_m[1] + q_m[2] + q_m[3] + q_m[4] + q_m[5] + q_m[6] + q_m[7])
        4'b0000: N1q_m07 = 5'sd0;
        4'b0001: N1q_m07 = 5'sd1;
        4'b0010: N1q_m07 = 5'sd2;
        4'b0011: N1q_m07 = 5'sd3;
        4'b0100: N1q_m07 = 5'sd4;
        4'b0101: N1q_m07 = 5'sd5;
        4'b0110: N1q_m07 = 5'sd6;
        4'b0111: N1q_m07 = 5'sd7;
        4'b1000: N1q_m07 = 5'sd8;
        default: N1q_m07 = 5'sd0;
    endcase
    N0q_m07 = 5'sd8 - N1q_m07;
end
logic signed [4:0] acc_add;
integer i;
always_comb
begin
    if (N1D > 4'd4 || (N1D == 4'd4 && video_data[0] == 1'd0))
    begin
        q_m[0] = video_data[0];
        for(i = 0; i < 7; i++)
            q_m[i + 1] = q_m[i] ~^ video_data[i + 1];
        q_m[8] = 1'b0;
    end
    else
    begin
        q_m[0] = video_data[0];
        for(i = 0; i < 7; i++)
            q_m[i + 1] = q_m[i] ^ video_data[i + 1];
        q_m[8] = 1'b1;
    end
    if (acc == 5'sd0 || (N1q_m07 == N0q_m07))
    begin
        if (q_m[8])
        begin
            acc_add = N1q_m07 - N0q_m07;
            q_out = {~q_m[8], q_m[8], q_m[7:0]};
        end
        else
        begin
            acc_add = N0q_m07 - N1q_m07;
            q_out = {~q_m[8], q_m[8], ~q_m[7:0]};
        end
    end
    else
    begin
        if ((acc > 5'sd0 && N1q_m07 > N0q_m07) || (acc < 5'sd0 && N1q_m07 < N0q_m07))
        begin
            q_out = {1'b1, q_m[8], ~q_m[7:0]};
            acc_add = (N0q_m07 - N1q_m07) + (q_m[8] ? 5'sd2 : 5'sd0);
        end
        else
        begin
            q_out = {1'b0, q_m[8], q_m[7:0]};
            acc_add = (N1q_m07 - N0q_m07) - (~q_m[8] ? 5'sd2 : 5'sd0);
        end
    end
end
always_ff @(posedge clk_pixel) acc <= mode != 3'd1 ? 5'sd0 : acc + acc_add;
logic [9:0] control_coding;
always_comb
begin
    unique case(control_data)
        2'b00: control_coding = 10'b1101010100;
        2'b01: control_coding = 10'b0010101011;
        2'b10: control_coding = 10'b0101010100;
        2'b11: control_coding = 10'b1010101011;
    endcase
end
logic [9:0] terc4_coding;
always_comb
begin
    unique case(data_island_data)
        4'b0000 : terc4_coding = 10'b1010011100;
        4'b0001 : terc4_coding = 10'b1001100011;
        4'b0010 : terc4_coding = 10'b1011100100;
        4'b0011 : terc4_coding = 10'b1011100010;
        4'b0100 : terc4_coding = 10'b0101110001;
        4'b0101 : terc4_coding = 10'b0100011110;
        4'b0110 : terc4_coding = 10'b0110001110;
        4'b0111 : terc4_coding = 10'b0100111100;
        4'b1000 : terc4_coding = 10'b1011001100;
        4'b1001 : terc4_coding = 10'b0100111001;
        4'b1010 : terc4_coding = 10'b0110011100;
        4'b1011 : terc4_coding = 10'b1011000110;
        4'b1100 : terc4_coding = 10'b1010001110;
        4'b1101 : terc4_coding = 10'b1001110001;
        4'b1110 : terc4_coding = 10'b0101100011;
        4'b1111 : terc4_coding = 10'b1011000011;
    endcase
end
logic [9:0] video_guard_band;
generate
    if (CN == 0 || CN == 2)
        assign video_guard_band = 10'b1011001100;
    else
        assign video_guard_band = 10'b0100110011;
endgenerate
logic [9:0] data_guard_band;
generate
    if (CN == 1 || CN == 2)
        assign data_guard_band = 10'b0100110011;
    else
        assign data_guard_band = control_data == 2'b00 ? 10'b1010001110
            : control_data == 2'b01 ? 10'b1001110001
            : control_data == 2'b10 ? 10'b0101100011
            : 10'b1011000011;
endgenerate
always @(posedge clk_pixel)
begin
    case (mode)
        3'd0: tmds <= control_coding;
        3'd1: tmds <= video_coding;
        3'd2: tmds <= video_guard_band;
        3'd3: tmds <= terc4_coding;
        3'd4: tmds <= data_guard_band;
    endcase
end
endmodule
</file>
<file path="constraint.sdc">
current_design tmds_channel

set clk_period 8.2
set clk_io_pct 0.2

create_clock -name clk0 -period $clk_period [get_ports {clk_pixel}]

set non_clock_inputs [all_inputs -no_clocks]
set_input_delay [expr $clk_period * $clk_io_pct] -clock clk0 $non_clock_inputs
set_output_delay [expr $clk_period * $clk_io_pct] -clock clk0 [all_outputs]
</file>
<file path="run.sh">
#!/bin/bash
# OpenROAD 26Q1-2900-gdf79404cd8, Yosys 0.63+post, stock flow scripts
make -C /OpenROAD-flow-scripts/flow DESIGN_CONFIG=/design/flow/config.mk WORK_HOME=/design/flow/orfs finish
</file>
<file path="config.mk">
export PLATFORM = sky130hd
export DESIGN_NAME = tmds_channel
export DESIGN_NICKNAME = tmds_channel
export VERILOG_FILES = /design/flow/design.v
export SDC_FILE = /design/flow/constraint.sdc
export NUM_CORES = 4
export LEC_CHECK = 1
export CORE_UTILIZATION = 30
</file>
==> run summary <==
Results of the full flow below.

Placed design:
- The run gives the count of port buffers added during placement as 27.
- The run puts the standard cell area after detailed placement at 3370 sq um.
- The run gives the final HPWL from detailed placement as 4.86 mm.
- The run puts the final estimated routing congestion in global placement at 0.892.
- The run gives the number of placed cells counting well taps as 485.

Critical path:
- STA lists the endpoint of the worst register-to-register path as acc[4]$_SDFF_PN0_.
- The run gives the most repeated library cell on the critical path as sky130_fd_sc_hd__fa_1.
- The run gives the register-to-register setup slack as around 5.4 ns.
- The run gives the count of buffering cells on the critical path with inverters included as 5.
- The run puts the required time of the worst setup path at 8.33 ns.
- The run gives the maximum single-stage delay on the critical path as 0.56 ns.
- STA classifies the critical path startpoint as an input pin.
- STA classifies the critical path endpoint as a register.
- The worst setup path is of the input pin to register kind.
- The slowest stage of the critical path belongs to the cell sky130_fd_sc_hd__fa_1.
- The critical path maximum fanout is 5.
- The run puts the data arrival time of the worst path at 9.29 ns.
- Broken down by cell family, the worst path's largest delay share belongs to adder cells.
- For the worst flop-to-flop path, the logic depth is 12.
- Looking at the reg2reg group, the worst path starts from acc[2]$_SDFF_PN0_.

Clocking:
- Buffers inserted during clock tree synthesis total 3.
- The later pin in the worst-skew pair is clocked with a latency of 0.24 ns.
- The run gives the root buffer cell as sky130_fd_sc_hd__clkbuf_8.
- The run gives the number of buffers inserted for hold repair after clock tree synthesis as 0.
- CTS built an H-tree with a depth of 1.
- The run gives the number of sinks handled by clock tree synthesis as 14.
- The run gives the clock transition at the registers of the reported paths as approximately 0.050 ns.
- TritonCTS built the clock tree.
- Per the CTS log, the buffer count on the longest clock path is 2.

Outcome:
- The checks that failed: setup timing.
- The flow ran to the end, but the final reports show violations.

Timing:
- In the final report, the number of pins over their slew limit comes to 0.
- Setup repair after global routing could not meet its margin everywhere.
- The run puts the transition time at the pin with the least slew margin at 0.567 ns.
- The run gives the highest attainable clock frequency as between 100 and 150 MHz.
- For reference, the final report shows the hold violation count at 0.
- The run gives the maximum clock skew at final layout as about 0.0027 ns.
- The run gives the final critical-path share of the clock period as 1.12.
- Per the slew report, the remaining headroom to the max-slew limit stands at 0.619.
- The run puts the number of endpoints failing setup at the final stage at 13.
- The final timing report derives a shortest allowable period of slightly above 9 ns.
- The run puts the post-route worst setup slack at -0.961 ns.

Layout:
- The run gives the fraction of layout cells with a size suffix above 1 as 0.299.
- The run gives the final cell area excluding filler cells as 3560 sq um.
- The run puts the filler-free cell count of the finished design at 499.
- The run puts the layout-stage area growth over the synthesis result at 39.7%.
- The run gives the number of fillers in the final layout as 787.

Min path:
- For hold timing, the worst endpoint is acc[1]$_SDFF_PN0_.
- The min-delay analysis places its worst path in the category register to register.
- In this run the most critical hold path is launched from acc[1]$_SDFF_PN0_.
- The number of cells on the worst hold path is listed as 2.

Synth:
- The run gives the summed instance area of the synthesized netlist as 2550 sq um.
- Per the post-synthesis stats, the area per cell is 8.05 sq um.
- The run puts the count of distinct cell types in the synthesized netlist at 63.
- The warning tally printed by Yosys for this design is 1.
- The run puts the post-synthesis register bit count at 14.
- Counting flops with an async set or reset pin after synthesis yields a share of 0.
- For this run, the leading register cell type out of synthesis is sky130_fd_sc_hd__edfxtp_1.
- The synthesized design spends more area on one cell type than any other, namely sky130_fd_sc_hd__ha_1.
- The area fraction of the largest cell type after synthesis is 0.142.
- After synthesis, the design contains 317 cells according to Yosys.
- The run gives the sequential-to-total area share from yosys stat as 0.149.
- By area the synthesized netlist is led by sky130_fd_sc_hd__ha_1, sky130_fd_sc_hd__edfxtp_1, sky130_fd_sc_hd__fa_1.
- The run puts the area of the synthesized netlist per yosys stat at 2550 sq um.
- Yosys mapped a number of flops with a built-in enable equal to 10.
- Yosys reports that the most numerous cell types are sky130_fd_sc_hd__ha_1, sky130_fd_sc_hd__a21oi_1, sky130_fd_sc_hd__nor2_1.
- The run gives the most frequent cell after synthesis as sky130_fd_sc_hd__ha_1.
- The run puts the post-synthesis cell count at 317.

Die:
- The run gives the I/O pin total as 28.
- The chip occupies 8880 sq um.
- The run gives the starting density of the core as 0.310.
- The run puts the placeable core area at 8220 sq um.
- Per the OpenROAD floorplan log, the width of the die is 94.2 microns.
- According to the floorplan report, the die height is 94.2 microns.
- The run puts the standard-cell row count at 33.

Routing:
- The run gives the first-iteration detailed-routing DRC count as 145.
- The run puts the antenna diode count at 0.
- The pre-antenna-repair detailed-routing pass consisted of 4 iterations.
- The run gives the number of DRC violations after detailed routing as 0.
- The detailed router reported a total wirelength of ~6 mm.
- Nets still carrying antenna violations after routing amount to 0.
- The run puts the via count of the routed design at 2428.
- The script logs the mean routed wire length per placed instance as 11.7 microns.
- The run puts the detailed-route vias per instance at around 4.9.

GRT:
- The run puts the aggregate global routing overflow at 0.
- The run gives the number of antenna violations at the first check in global routing as 0.
- The run puts the wire length of the first global-routing pass at approximately 10 mm.
- The run gives the maximum number of pins on one net before global-route repair as 20.
- The number of global-route vias before repair came to 2224.
- The run gives the total track usage as 0.142.

Flow run:
- The run gives the number of maximum-capacitance constraint violations as 0.
- Across all stage logs, warnings added up to between 40 and 50.
## layout make-up
type | count | area (sq um) | share of cell area
flip-flops and latches | 14 | 380 | 0.107
clock buffers | 3 | 41.3 | 0.0116
multi-input cells | 259 | 2140 | 0.601
well taps | 105 | 131 | 0.0369
repair buffers | 91 | 756 | 0.212
inverters | 26 | 110 | 0.0309
clock inverters | 1 | 3.75 | 0.00105
## worst register-to-register path: cells and delay by family (launching register included)
kind	cells	cell delay [ns]
AOI/OAI and AO/OA	7	1.11
xor gates and xnor gates	1	0.15
adders and majority gates	1	0.26
DFF	1	0.35
and+or+nand+nor	3	0.81
## sequential cells by signal, indices dropped and copies added, names as in the netlist
register,cells
acc,4
tmds,10
## cells in the final DEF, fill, tap and decap left out, types with 4 or more instances in the layout
cell type	netlist	final
sky130_fd_sc_hd__nand2_1	23	19
sky130_fd_sc_hd__dfxtp_1	4	4
sky130_fd_sc_hd__xnor2_2	5	6
sky130_fd_sc_hd__fa_1	9	7
sky130_fd_sc_hd__o21ai_0	13	12
sky130_fd_sc_hd__nand2b_1	8	6
sky130_fd_sc_hd__xor2_1	8	6
sky130_fd_sc_hd__inv_1	23	17
sky130_fd_sc_hd__nor3_1	12	12
sky130_fd_sc_hd__inv_2	3	6
sky130_fd_sc_hd__nor2_1	25	25
sky130_fd_sc_hd__nand3_1	7	7
sky130_fd_sc_hd__edfxtp_1	10	10
sky130_fd_sc_hd__xnor2_1	13	11
sky130_fd_sc_hd__a21oi_1	26	25
sky130_fd_sc_hd__a211oi_1	6	6
sky130_fd_sc_hd__ha_1	29	25
sky130_fd_sc_hd__clkdlybuf4s50_1	0	24
sky130_fd_sc_hd__buf_4	3	63
sky130_fd_sc_hd__o21ai_1	5	6
sky130_fd_sc_hd__nor2b_1	7	7
## routing by layer
metal  global-route usage  vias up  routed length (microns)
li1                     -     1276                        -
met1                0.231     1104                     3160
met2                0.220       43                     2500
met3              0.00658        5                      158
met4              0.00897        0                       38
met5                    0        -                        0
## worst max path at each step
stage	end	cells past startpoint	from
global route	acc[4]$_SDFF_PN0_	33	video_data[0]
CTS	acc[4]$_SDFF_PN0_	33	video_data[0]
finish	acc[4]$_SDFF_PN0_	33	video_data[0]
## cell families after synthesis
logic type / share of synthesized area
buf+inv: 0.0701
fa+ha+maj: 0.213
simple gates: 0.196
flops: 0.149
xor+xnor: 0.130
compound gates: 0.230
mux: 0.0118
## stage by stage
| step | hold slack (ns) | setup slack, ns | utilization | setup TNS (ns) |
|---|---|---|---|---|
| after global placement | 0.605 | -1.67 | 0.410 | -17.45 |
| after CTS | 0.636 | -1.07 | 0.427 | -9.23 |
| after global routing | 0.705 | -1.33 | 0.434 | -12.80 |
| after floorplan | 0.580 | -1.56 | - | -12.50 |
| after detailed placement | 0.615 | -1.85 | 0.410 | -18.95 |
| final | 0.643 | -0.961 | 0.434 | -8.35 |
## repair_timing
action	4_1_cts	5_1_grt
hold endpoints to repair	0	0
setup buffers	10	1
pin swaps	31	22
resized	25	9
endpoints found under the setup margin	13	13
gates cloned	0	0
