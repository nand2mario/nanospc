File: ./design.v
package spc700;
typedef struct packed {
    logic [1:0] stateCtrl;
    logic [1:0] addrBus;
    logic [5:0] addrCtrl;
    logic [4:0] regMode;
    logic [1:0] regAXY;
    logic [4:0] busCtrl;
    logic [5:0] ALUCtrl;
    logic [2:0] outBus;
} MicroInst_r;
typedef struct packed {
    logic [2:0] fstOp;
    logic [3:0] secOp;
    logic chgHO;
    logic intC;
    logic chgCO;
} ALUCtrl_r;
typedef struct packed {
    logic [2:0] loadPC;
    logic [1:0] loadSP;
    logic [2:0] loadP;
    logic [1:0] loadT;
} RegCtrl_r;
typedef struct packed {
    ALUCtrl_r ALU_CTRL;
    logic [1:0] STATE_CTRL;
    logic [1:0] ADDR_BUS;
    logic [5:0] ADDR_CTRL;
    logic [2:0] LOAD_PC;
    logic [1:0] LOAD_SP;
    logic [1:0] LOAD_AXY;
    logic [2:0] LOAD_P;
    logic [1:0] LOAD_T;
    logic [4:0] BUS_CTRL;
    logic [2:0] OUT_BUS;
} MCode_r;
endpackage
module spc_parser (
    input clk,
    input resetn,
    input start,                     
    output done,                 
    output parser_rd,
    output [16:0] parser_a,
    input [7:0] aram_dout,
    output reg cpu_dbg_wr,           
    output reg smp_dbg_wr,           
    output reg [7:0] smpcpu_dbg_reg,
    output reg [7:0] smpcpu_dbg_din,
    output reg dsp_dbg_wr,
    output reg [7:0] dsp_dbg_reg,
    output reg [7:0] dsp_dbg_din
);
reg [3:0] state = INIT;
reg int_done;
assign done = ~start & int_done;
localparam [3:0] INIT = 4'd0;
localparam [3:0] CPU_GET = 4'd1;     
localparam [3:0] CPU_SET = 4'd2;
localparam [3:0] SMP_GET = 4'd3;     
localparam [3:0] SMP_SET = 4'd4;
localparam [3:0] DSP_GET = 4'd5;     
localparam [3:0] DSP_SET = 4'd6;
localparam [3:0] LAST_BYTE = 4'd7;
reg [2:0] cpu_reg_a;
reg [3:0] smp_reg_a;
reg [6:0] dsp_reg_a;
assign parser_rd = state == CPU_GET || state == SMP_GET || state == DSP_GET;
assign parser_a = state == CPU_GET ? 17'h25 + 17'(cpu_reg_a) :
                  state == SMP_GET ? 17'h1f0 + 17'(smp_reg_a) :
                  state == DSP_GET ? 17'h10100 + 17'(dsp_reg_a) : 17'h0;
always @(posedge clk) begin
    if (~resetn) begin
        state <= INIT;
        int_done <= 1'b0;
        cpu_reg_a <= 0;
        smp_reg_a <= 0;
        dsp_reg_a <= 0;
    end else begin
        cpu_dbg_wr <= 1'b0; smp_dbg_wr <= 1'b0; dsp_dbg_wr <= 1'b0;
        case (state)
        INIT: begin
            if (start) begin
                state <= CPU_GET;
                int_done <= 1'b0;
            end
        end
        CPU_GET: begin
            state <= CPU_SET;
        end
        CPU_SET: begin
            cpu_dbg_wr <= 1'b1;
            case (cpu_reg_a)
            3'd0: smpcpu_dbg_reg <= 8'd3;  
            3'd1: smpcpu_dbg_reg <= 8'd4;  
            3'd2: smpcpu_dbg_reg <= 8'd0;  
            3'd3: smpcpu_dbg_reg <= 8'd1;  
            3'd4: smpcpu_dbg_reg <= 8'd2;  
            3'd5: smpcpu_dbg_reg <= 8'd5;  
            3'd6: smpcpu_dbg_reg <= 8'd6;  
            default: ;
            endcase
            smpcpu_dbg_din <= aram_dout;
            cpu_reg_a <= cpu_reg_a + 3'b1;
            if (cpu_reg_a == 3'd6)
                state <= SMP_GET;
            else
                state <= CPU_GET;
        end
        SMP_GET: begin
            state <= SMP_SET;
        end
        SMP_SET: begin
            smp_dbg_wr <= 1'b1;
            smpcpu_dbg_din <= aram_dout;
            smpcpu_dbg_reg <= 8'(smp_reg_a);
            smp_reg_a <= smp_reg_a + 4'b1;
            if (smp_reg_a == 4'd15)
                state <= DSP_GET;
            else
                state <= SMP_GET;
        end
        DSP_GET: begin
            state <= DSP_SET;
        end
        DSP_SET: begin
            dsp_dbg_wr <= 1'b1;
            dsp_dbg_din <= aram_dout;
            dsp_dbg_reg <= 8'(dsp_reg_a);
            dsp_reg_a <= dsp_reg_a + 7'd1;
            if (dsp_reg_a == 7'd127)
                state <= LAST_BYTE;           
            else begin
                state <= DSP_GET;
            end
        end
        LAST_BYTE: begin
            int_done <= 1'b1;
            state <= INIT;
        end
        default: ;
        endcase
    end
end
endmodule
File: ./run.sh
#!/bin/bash
# OpenROAD 26Q1-2900-gdf79404cd8, Yosys 0.63+post, stock flow scripts
make -C /OpenROAD-flow-scripts/flow DESIGN_CONFIG=/design/flow/config.mk WORK_HOME=/design/flow/orfs finish
File: ./config.mk
export PLATFORM = sky130hd
export DESIGN_NAME = spc_parser
export DESIGN_NICKNAME = spc_parser
export VERILOG_FILES = /design/flow/design.v
export SDC_FILE = /design/flow/constraint.sdc
export NUM_CORES = 4
export LEC_CHECK = 1
export CORE_AREA = 10 10 114 114
export DIE_AREA = 0 0 124 124
File: ./constraint.sdc
current_design spc_parser

set clk_period 2.5
set clk_io_pct 0.2

create_clock -name clk0 -period $clk_period [get_ports {clk}]

set non_clock_inputs [all_inputs -no_clocks]
set_input_delay [expr $clk_period * $clk_io_pct] -clock clk0 $non_clock_inputs
set_output_delay [expr $clk_period * $clk_io_pct] -clock clk0 [all_outputs]
==> ci_impl_report.md <==
### Metrics collected by this job

| Metric | Value |
|---|---|
| Status | `finished, final reports clean` |
| Final GP Congestion | `0.854` |
| Synth cell types | `43` |
| Largest net degree at the start of global routing | `16` |
| Vias after detailed routing | `1565` |
| Worst-path clk slew | `about 90 ps` |
| Ys flop type | `edfxtp_1` |
| P_leak | `about 1.1 nW` |
| Tool warnings | `28` |
| Max cap viols | `0` |
| Vias per cell | `about 4.0` |
| Clk latency late pin | `300 ps` |
| Overflow after GRT | `0` |
| Final min period | `between 2000 and 2500 ps` |
| Final wirelength | `around 5000 microns` |
| Synth warn | `1` |
| Initial antenna violation count | `0` |
| FF-to-FF path depth | `5` |
| Clk sinks | `about 48` |
| DRT antenna net count | `0` |
| CP endpoint kind | `output port` |
| Register bit count reported by yosys | `between 40 and 50` |
| CP Launch Type | `register` |
| Hold Path Depth | `0` |
| Cells after Synth | `197` |
| EDFF count, synth | `30` |
| Critical Path RT | `about 2000 ps` |
| Share of layout cells above drive strength 1 | `0.0916` |
| DR DRC count | `0` |
| Area growth syn-to-layout | `34.2%` |
| Critical path fanouts, max | `8` |
| I/O pin total | `65` |
| Fin util | `0.285` |
| Number of port buffers | `~52` |
| Most numerous logic cell after layout | `clkdlybuf4s50_1` |
| Total design power | `1.45 mW` |
| RSZ-0062 raised after global routing | `no` |
| Antenna diode count | `0` |
| Cell Pwr Density | `489 nW/um^2` |
| Fin. max-slew vios | `0` |
| Longest Clk Path Bufs | `2` |
| Mapped Area | `between 2000 and 2500 sq um` |
| WP data arrival | `~1900 ps` |
| Final setup violation count | `0` |
| Worst R2R Start | `state[1]$_SDFFE_PN0P_` |
| 1st-iter DRT viols | `110` |
| HP Class | `reg2reg` |
| Chip area | `15400 sq um` |
| Die W | `124 microns` |
| CTS tree | `built` |
| Yosys stat chip area | `2210 sq um` |
| Hold Path End | `dsp_dbg_reg[6]$_DFFE_PP_` |
| Wire per inst | `between 10 and 15 microns` |
| Critical path type | `reg2out` |
| Num rows | `37` |
| Final TNS setup | `0 ps` |
| FF-to-FF setup slack | `roughly 600 ps` |
| Clock Skew | `10.3 ps` |
| Total Routing Usage GR | `0.0644` |
| Hold_buf cts | `0` |
| H-tree depth | `2` |
| Fmax | `412 MHz` |
| Core area | `between 10000 and 15000 sq um` |
| TritonCTS buffer count | `5` |
| Core utilization at floorplan | `0.213` |
| Synth Area per Inst | `between 10 and 15 sq um` |
| Largest regs | `dsp_dbg_din (8), smpcpu_dbg_din (8)` |
| Yosys cell count | `around 200` |
| FFs w/ async S/R, synth | `0` |
| Min-Delay Startpoint | `dsp_reg_a[6]$_SDFFE_PN0N_` |
| Die H | `approximately 120 microns` |
| Register area share after synthesis | `0.569` |
| First-pass GRT wire length | `between 7000 and 8000 microns` |
| Worst Tran Pin Value | `between 500 and 600 ps` |
| Post-detail-place hpwl | `around 4000 microns` |
| Top cells excl fill/tap | `clkdlybuf4s50_1, edfxtp_1, nor2_1` |
| Final hold violations | `0` |
| Root Buffer | `clkbuf_8` |
| Drt pass-1 iters | `4` |
| Vias in the first global route | `1567` |
| Cycle use final | `0.970` |
| Fillers | `around 1100` |
| FF-to-FF End | `smpcpu_dbg_reg[0]$_DFFE_PP_` |
| Peak VDD IR | `between 0.2 and 0.3 mV` |
| Relative slew slack | `0.620` |
==> worst max-delay path by stage <==
stage / startpoint / endpoint / slack, ps / cells after the start
finish: state[1]$_SDFFE_PN0P_ / parser_a[8] / 80 / 4
global route: cpu_reg_a[0]$_SDFFE_PN0P_ / parser_a[1] / 5 / 6
CTS: cpu_reg_a[0]$_SDFFE_PN0P_ / parser_a[2] / 10 / 6
==> logic make-up (layout without fill, tap and decap cells) <==
logic type,Yosys count,count (layout),share of synthesized area
buffers and inverters,34,77,0.0836
muxes,4,4,0.0181
and+or+nand+nor,61,61,0.158
other,1,12,0.00169
DFF,48,48,0.569
xor gates and xnor gates,5,5,0.0198
AOI/OAI and AO/OA,37,37,0.110
adders and majority gates,7,7,0.0395
==> layer usage <==
metal  vias up  wire length [microns]  GRT usage
li1        780                      -          -
met1       722                   2450     0.0944
met3         4                    436     0.0165
met2        59                   2150     0.0960
met4         0                     85     0.0122
met5         -                      0          0
==> power breakdown <==
part	internal [mW]	total (mW)	switching, mW
Combinational	0.0381	0.0638	0.0257
Sequential	0.839	0.845	0.00558
Clock	0.296	0.544	0.248
Total	1.17	1.45	0.280
==> cell type report <==
| type | instances | area (sq um) | share of cell area |
|---|---|---|---|
| Timing Repair Buffer | 58 | 568 | 0.191 |
| Inverter | 11 | 41.3 | 0.0139 |
| Clock inverter | 3 | 42.5 | 0.0143 |
| Sequential cell | 48 | 1270 | 0.428 |
| Tap cell | 136 | 170 | 0.0572 |
| Multi-Input combinational cell | 126 | 811 | 0.273 |
| Clock buffer | 5 | 68.8 | 0.0231 |
==> synth_stat cells (all sizes together), types with 2 or more instances <==
cell type,n,area (sq um)
nand3,4,20.0
and2,6,37.5
inv,11,41.3
or3,6,37.5
nor2,15,56.3
or4,2,15.0
dfxtp,18,360
o31ai,2,15.0
nand4b,2,32.5
xnor2,4,35.0
nand2,11,41.3
mux2i,4,40.0
nand2b,4,25.0
a21oi,11,55.1
a211oi,4,30.0
ha,7,87.6
buf,15,114
clkbuf,8,30.0
edfxtp,30,901
o21ai,6,30.0
o2bb2ai,2,17.5
a21boi,6,45.0
nor2b,2,12.5
==> critical path, stage by stage (launching register included) <==
cell and delay (ps):
dfxtp_1 430, and2b_2 310, and2_1 190, or2_2 290, clkdlybuf4s50_1 410
==> timing repair <==
| item | in CTS | in global routing |
|---|---|---|
| gates cloned | 0 | 0 |
| gates resized | 2 | 7 |
| setup buffers | 0 | 0 |
| endpoints found under the setup margin | 2 | 5 |
| hold endpoints to repair | 0 | 0 |
==> through the flow <==
step	instances	hold slack, ps	area [sq um]	setup slack, ps
final	387	526	2970	75.2
after global routing	387	535	2970	5.38
after CTS	387	530	2960	9.91
after detailed placement	379	516	2850	332
after global placement	379	509	2850	326
after floorplan	208	461	2260	762
Power is estimated from default activity; no workload was simulated.
