--- flow/config.mk ---
export PLATFORM = sky130hd
export DESIGN_NAME = SPC700_AddrGen
export DESIGN_NICKNAME = SPC700_AddrGen
export VERILOG_FILES = /design/flow/design.v
export SDC_FILE = /design/flow/constraint.sdc
export NUM_CORES = 4
export LEC_CHECK = 1
export CORE_UTILIZATION = 40
--- flow/constraint.sdc ---
current_design SPC700_AddrGen

set clk_period 10.0
set clk_io_pct 0.2

create_clock -name clk0 -period $clk_period [get_ports {CLK}]

set non_clock_inputs [all_inputs -no_clocks]
set_input_delay [expr $clk_period * $clk_io_pct] -clock clk0 $non_clock_inputs
set_output_delay [expr $clk_period * $clk_io_pct] -clock clk0 [all_outputs]
--- flow/design.v ---
package spc700;
typedef struct packed {
    logic [1:0] stateCtrl;
    logic [1:0] addrBus;
    logic [5:0] addrCtrl;
    logic [4:0] regMode;
    logic [1:0] regAXY;
    logic [4:0] busCtrl;
    logic [5:0] ALUCtrl;
    logic [2:0] outBus;
} MicroInst_r;
typedef struct packed {
    logic [2:0] fstOp;
    logic [3:0] secOp;
    logic chgHO;
    logic intC;
    logic chgCO;
} ALUCtrl_r;
typedef struct packed {
    logic [2:0] loadPC;
    logic [1:0] loadSP;
    logic [2:0] loadP;
    logic [1:0] loadT;
} RegCtrl_r;
typedef struct packed {
    ALUCtrl_r ALU_CTRL;
    logic [1:0] STATE_CTRL;
    logic [1:0] ADDR_BUS;
    logic [5:0] ADDR_CTRL;
    logic [2:0] LOAD_PC;
    logic [1:0] LOAD_SP;
    logic [1:0] LOAD_AXY;
    logic [2:0] LOAD_P;
    logic [1:0] LOAD_T;
    logic [4:0] BUS_CTRL;
    logic [2:0] OUT_BUS;
} MCode_r;
endpackage
import spc700::*;
module SPC700_AddrGen(
    input wire CLK,
    input wire RST_N,
    input wire EN,
    input wire [5:0] ADDR_CTRL,
    input wire [2:0] LOAD_PC,
    input wire GotInterrupt,
    input wire [7:0] D_IN,
    input wire [7:0] X,
    input wire [7:0] Y,
    input wire [7:0] S,
    input wire [7:0] T,
    input wire P,
    output wire [15:0] PC,
    output wire [15:0] AX,
    output wire ALCarry,
    input wire [7:0] DBG_REG,
    input wire [7:0] DBG_DAT_IN,
    input wire DBG_DAT_WR,
    output wire [15:0] DBG_NEXT_PC
);
reg [7:0] AL; reg [7:0] AH;
reg SavedCarry;
reg [8:0] NewAL; wire [8:0] NewAH;
wire [7:0] NewAHWithCarry;
wire [15:0] NextAX;
reg [7:0] DR;
reg [15:0] PCr;
reg [15:0] NextPC; wire [15:0] NewPCWithOffset;
wire [1:0] ALCtrl;
wire [1:0] AHCtrl;
wire [1:0] MuxCtrl;
assign ALCtrl = ADDR_CTRL[5:4];
assign AHCtrl = ADDR_CTRL[3:2];
assign MuxCtrl = ADDR_CTRL[1:0];
assign NewPCWithOffset = PCr + {{8{DR[7]}}, DR}; 
always @* begin
    case(LOAD_PC)
    3'b000 : begin
      NextPC = PCr;
    end
    3'b001 : begin
      if(GotInterrupt == 1'b0) begin
        NextPC = (PCr) + 1;
      end
      else begin
        NextPC = PCr;
      end
    end
    3'b010 : begin
      NextPC = {D_IN,DR};
    end
    3'b011 : begin
      NextPC = NewPCWithOffset;
    end
    3'b100 : begin
      NextPC = {AH,AL};
    end
    3'b101 : begin
      NextPC = {8'hFF,AL};
    end
    default : begin
      NextPC = PCr;
    end
    endcase
end
always @(posedge CLK) begin
    if(RST_N == 1'b0) begin
      PCr <= {16{1'b0}};
      DR <= {8{1'b0}};
    end else begin
      if(EN == 1'b0) begin
        if(DBG_DAT_WR == 1'b1) begin
          case(DBG_REG)
          8'h03 : begin
            PCr[7:0] <= DBG_DAT_IN;
          end
          8'h04 : begin
            PCr[15:8] <= DBG_DAT_IN;
          end
          default : begin
          end
          endcase
        end
      end else begin
        DR <= D_IN;
        PCr <= NextPC;
      end
    end
end
assign DBG_NEXT_PC = NextPC;
always @* begin
    case(MuxCtrl)
    2'b00 : begin
      NewAL = ({1'b0,AL}) + ({1'b0,X});
    end
    2'b01 : begin
      NewAL = ({1'b0,AL}) + ({1'b0,Y});
    end
    2'b10 : begin
      NewAL = {1'b0,DR};
    end
    2'b11 : begin
      NewAL = ({1'b0,DR}) + ({1'b0,Y});
    end
    default : ;
    endcase
end
assign NewAHWithCarry = (AH) + ({7'b0000000,SavedCarry});
assign NextAX = ({AH,AL}) + 1;
always @(posedge CLK) begin
    if(RST_N == 1'b0) begin
      AL <= {8{1'b0}};
      AH <= {8{1'b0}};
      SavedCarry <= 1'b0;
    end else begin
      if(EN == 1'b1) begin
        case(ALCtrl)
        2'b00 : begin
          SavedCarry <= 1'b0;
        end
        2'b01 : begin
          AL <= NewAL[7:0];
          SavedCarry <= NewAL[8];
        end
        2'b10 : begin
          case(MuxCtrl)
          2'b00 : begin
            AL <= D_IN;
          end
          2'b01 : begin
            AL <= X;
          end
          2'b10 : begin
            AL <= Y;
          end
          default : begin
          end
          endcase
          SavedCarry <= 1'b0;
        end
        2'b11 : begin
          AL <= NextAX[7:0];
          SavedCarry <= 1'b0;
        end
        default : begin
        end
        endcase
        case(AHCtrl)
        2'b00 : begin
        end
        2'b01 : begin
          AH <= {7'b0000000,P};
        end
        2'b10 : begin
          AH <= D_IN;
        end
        2'b11 : begin
          if(ALCtrl != 2'b11) begin
            AH <= NewAHWithCarry;
          end
          else begin
            AH <= NextAX[15:8];
          end
        end
        default : begin
        end
        endcase
      end
    end
end
assign ALCarry = NewAL[8];
assign AX = {AH,AL};
assign PC = PCr;
endmodule
--- flow/run.sh ---
#!/bin/bash
# OpenROAD 26Q1-2900-gdf79404cd8, Yosys 0.63+post, stock flow scripts
make -C /OpenROAD-flow-scripts/flow DESIGN_CONFIG=/design/flow/config.mk WORK_HOME=/design/flow/orfs finish
==> results_slide.txt <==
Physical Implementation Snapshot

Final layout
  – Most frequent logic cell in the layout: clkdlybuf4s50_1
  – Core Util, Final: 51.3%
  – Post-route cell area: 6480 sq um
  – Layout area overhead: 24.8%
  – Logic cell area: 4080 sq um
  – Filler cells: 1,248
  – Most common logic cells in the final layout: clkdlybuf4s50_1, nor2_1, a21oi_1
  – Share of cells above drive strength 1: 7.58%
  – Reg area: 821 sq um

Global route
  – M2 GR Usage: 45.1%
  – Gr usage total: 30.1%
  – GR Overflow Total: 0
  – Met3 Usage GRT: 7.25%
  – Antenna violations before repair: 0
  – Met1 Usage GRT: 44.5%
  – Largest net degree at the start of global routing: 30
  – Number of global-route vias before repair: 5,304
  – GR peak layer: met2
  – Global-route wire length before repair: 30,100 um

Clocking
  – CTS max path bufs: 2
  – Clock transition at the registers of the reported paths: 0.07 ns
  – Post-CTS Hold Buffers: 0
  – Late-Pin Clk Latency: 0.30 ns
  – Post-cts sizing count: 0
  – CTS tree: yes
  – CTS HTree Levels: 2
  – Clk root buf: clkbuf_16
  – Post-CTS Setup Bufs: 0
  – CTS Sinks: 41
  – TritonCTS buffer count: 5

Pwr
  – Power per cell area: 95.1 nW/um^2
  – Leak Pwr: 2.50 nW
  – Worst-case vdd ir drop: 55.4 uV

Placement
  – Pre-CTS worst setup slack: 2.53 ns
  – Port Buffers: 103
  – Gpl congestion: 0.931
  – Dpl hpwl: 14,800 um
  – Post-Place Cell Area: 6330 sq um

Critical path
  – Reg-to-reg startpoint: PCr[0]
  – Worst setup startpoint: ADDR_CTRL[0]
  – Startpoint Class: input port
  – Kind of critical path: input port to output pin
  – Setup crit end kind: output pin
  – Worst EP required: 8.00 ns
  – Critical path cell sequence: clkdlybuf4s50_1 -> ha_1 -> mux2_2 -> ha_1 -> fa_1 -> a211oi_1 -> o21ai_0 -> nand3_1 -> a211oi_1 -> or2_2 -> clkdlybuf4s50_1
  – CP max stage delay: 0.51 ns
  – Critical Path AT: 5.48 ns
  – Crit-path slowest cell: clkdlybuf4s50_1
  – Worst-path maximum fanout: 12

Final timing
  – Post-route clock period utilization: 74.8%
  – Final Worst Setup Slack: 2.52 ns
  – Final slew viol count: 0
  – Max Clk Rate: 0.134 GHz
  – Worst hold margin: 0.475 ns
  – Fin. Hold Viols: 0
  – # setup viols final: 0
  – Worst-Margin Slew: 0.771 ns
  – Setup_tns: 0 ns
  – RSZ-0062 raised after global routing: false
  – Final clock skew: 0.00312 ns
  – Slew HR: 48.4%
  – Post-layout minimum cycle time: 7.48 ns

Die
  – FP Core Util: 41.1%
  – Die area: 13,400 sq um
  – Ports: 120
  – Die width: 116 um
  – Site Rows: 41
  – Die Ht: 116 um
  – Core Area: 12,600 sq um

Hold path
  – Hold crit path type: flop to flop
  – Hold wc startpoint: SavedCarry

Logic synthesis
  – YS chip area: 5190 sq um
  – Most used flip-flop cell: dfxtp_1
  – Async S/R FF share, synth: 0%
  – Post-synth design cell area: 5190 sq um
  – Synth unique cells: 77
  – Ys cells: 714
  – Yosys reg bits: 41
  – Cells after synthesis: 714
  – Synth Seq Share: 15.8%
  – Yosys warning count: 1
  – Synth Area per Inst: 7.27 sq um
  – Number of enable flip-flop cells: 0

Job
  – Max-cap viol count: 0
  – Number of logged tool warnings: 44

Drt
  – First DRT Iteration DRCs: 436
  – Vias per cell: 6.05
  – DR WL/cell: 20.1 um
  – DR pass1 iterations: 5
  – Antenna viol nets, final: 0
  – DRT Wirelength: 19,400 um
  – Diode count: 0
  – Via count: 5,828
  – Residual DRC: 0

Status
  – Status: completed
worst paths after layout:
path | end | cells past startpoint | slack [ns]
setup / recovery | ALCarry | 11 | 2.52
hold / removal | SavedCarry | 2 | 0.47
setup reg to reg | PCr[14] | 9 | 7.08
hold reg to reg | SavedCarry | 2 | 0.47
critical path: cells and delay by family:
family          cells  cell delay (ns)
buf+inv             2             0.91
mux                 1             0.40
compound gates      3             0.62
fa+ha+maj           3             1.15
simple gates        2             0.40
report_power, final:
part | internal, mW | total [mW] | switching (mW)
logic | 0.122 | 0.246 | 0.124
registers | 0.174 | 0.201 | 0.0271
clock network | 0.0919 | 0.169 | 0.0770
total | 0.388 | 0.616 | 0.228
cell type report:
type | count | share of cell area, %
Inverter | 29 | 1.68
Multi-Input combinational cell | 601 | 63.0
Clock inverter | 3 | 0.270
Sequential cell | 41 | 12.7
Tap cell | 172 | 3.32
Timing Repair Buffer | 113 | 17.1
Clock buffer | 5 | 1.93
sequential cells by signal, summed over array words and instances (netlist names):
signal	flops
DR	8
AH	8
PCr	16
SavedCarry	1
AL	8
metrics by stage:
stage	total power, mW	cells
floorplan	0.339	714
global placement	0.445	956
detailed placement	0.447	956
CTS	0.618	964
global route	0.655	964
finish	0.616	964
logic make-up after synthesis:
| logic type | Yosys count | share of synthesized area (%) |
|---|---|---|
| compound gates | 270 | 34.7 |
| simple gates | 230 | 22.1 |
| buf+inv | 72 | 5.50 |
| fa+ha+maj | 42 | 10.6 |
| flops | 41 | 15.8 |
| mux | 39 | 7.93 |
| xor+xnor | 20 | 3.38 |
metal layers:
| layer | share of wire (%) | wire, um |
|---|---|---|
| met1 | 47 | 9050 |
| met2 | 43 | 8260 |
| met3 | 8.7 | 1690 |
| met4 | 1.9 | 362 |
| met5 | 0 | 0 |
Yosys cell counts (all sizes together), types with 15 or more instances:
cell / n / area share (%)
mux2i: 22 / 4.2
o22ai: 15 / 1.8
clkbuf: 28 / 2.1
buf: 15 / 1.3
a211oi: 20 / 3.0
a21oi: 63 / 6.1
nand3: 22 / 2.2
mux2: 17 / 3.7
o21ai: 54 / 5.2
dfxtp: 41 / 16
inv: 29 / 2.1
nand2: 59 / 4.3
nor2: 69 / 5.0
ha: 39 / 9.4
No activity file was given, so power comes from the tool's default toggle rates.
