--- /design/flow/design.v ---
package spc700;
typedef struct packed {
    logic [1:0] stateCtrl;
    logic [1:0] addrBus;
    logic [5:0] addrCtrl;
    logic [4:0] regMode;
    logic [1:0] regAXY;
    logic [4:0] busCtrl;
    logic [5:0] ALUCtrl;
    logic [2:0] outBus;
} MicroInst_r;
typedef struct packed {
    logic [2:0] fstOp;
    logic [3:0] secOp;
    logic chgHO;
    logic intC;
    logic chgCO;
} ALUCtrl_r;
typedef struct packed {
    logic [2:0] loadPC;
    logic [1:0] loadSP;
    logic [2:0] loadP;
    logic [1:0] loadT;
} RegCtrl_r;
typedef struct packed {
    ALUCtrl_r ALU_CTRL;
    logic [1:0] STATE_CTRL;
    logic [1:0] ADDR_BUS;
    logic [5:0] ADDR_CTRL;
    logic [2:0] LOAD_PC;
    logic [1:0] LOAD_SP;
    logic [1:0] LOAD_AXY;
    logic [2:0] LOAD_P;
    logic [1:0] LOAD_T;
    logic [4:0] BUS_CTRL;
    logic [2:0] OUT_BUS;
} MCode_r;
endpackage
module bin2bcd(
   input [6:0] bin,
   output reg [7:0] bcd
);
integer i;
always @(bin) begin
    bcd = 0;		 	
    for (i=0; i<7; i=i+1) begin			 
        if (bcd[3:0] >= 5)
            bcd[3:0] = bcd[3:0] + 3;     
        if (bcd[7:4] >= 5)
            bcd[7:4] = bcd[7:4] + 3;
        bcd = {bcd[6:0], bin[6-i]};      
    end
end
endmodule
--- /design/flow/run.sh ---
#!/bin/bash
# OpenROAD 26Q1-2900-gdf79404cd8, Yosys 0.63+post, stock flow scripts
make -C /OpenROAD-flow-scripts/flow DESIGN_CONFIG=/design/flow/config.mk WORK_HOME=/design/flow/orfs finish
--- /design/flow/config.mk ---
export PLATFORM = sky130hd
export DESIGN_NAME = bin2bcd
export DESIGN_NICKNAME = bin2bcd
export VERILOG_FILES = /design/flow/design.v
export SDC_FILE = /design/flow/constraint.sdc
export NUM_CORES = 4
export LEC_CHECK = 1
export CORE_AREA = 10 10 70 70
export DIE_AREA = 0 0 80 80
--- /design/flow/constraint.sdc ---
current_design bin2bcd

set clk_period 6.7
set clk_io_pct 0.2

create_clock -name clk0 -period $clk_period

set non_clock_inputs [all_inputs -no_clocks]
set_input_delay [expr $clk_period * $clk_io_pct] -clock clk0 $non_clock_inputs
set_output_delay [expr $clk_period * $clk_io_pct] -clock clk0 [all_outputs]
==> Slide: Implementation Results <==
Flow Results at a Glance

Run status
  • Status: finished clean

Layout
  • Seq. cell area: 0 um^2
  • Post-route cell area: 1160 um^2
  • Layout cell share with drive strength beyond 1: 49.6%
  • Fin util: 33.9%
  • Area grow syn2layout: 64.6%
  • Flop Count: 0
  • Clock buf count: 0

Final timing
  • Max Freq: 0.158 GHz
  • Final setup fails: 0
  • Least-Margin Pin Slew: 0.434 ns
  • WHS: 2.68 ns
  • RSZ-0062 raised after global routing: false
  • Period minus WS final: 6.33 ns
  • Max_slew headroom: 70.9%
  • Setup WS post-layout: 0.371 ns
  • Final period util: 94.5%
  • Max-slew violations: 0
  • Final Hold Violation Tally: 0

Worst setup path
  • WP data required: 5.36 ns
  • Crit-path cells: clkdlybuf4s50_1 -> buf_4 -> a21oi_4 -> xnor2_2 -> ha_2 -> nand2b_4 -> a21boi_4 -> buf_4 -> buf_4 -> a2bb2oi_2 -> o211ai_2 -> a21bo_1 -> mux2i_2 -> ha_2 -> inv_1 -> ha_4 -> a21oi_4 -> xor2_1 -> clkdlybuf4s50_1
  • Buf/Inv on CP: 6
  • Endpoint class of the critical path: output port
  • Worst path max stage delay: 0.53 ns
  • Arrival time at the worst endpoint: 4.99 ns
  • Startpoint types: input port
  • Setup CP Type: input port to output port
  • Most frequent CP cell: buf_4
  • Crit-path leading delay family: buffers and inverters
  • Crit path max fanout: 5
  • Critical-path top delay cell: clkdlybuf4s50_1

Floorplan
  • Floorplan Utilization: 20.6%
  • Chip area: 6400 um^2
  • Core footprint: 3420 um^2
  • Die height: 80 um
  • IO Count: 15
  • Die Wd: 80 um
  • Row count: 21

Synthesis
  • Area figure in the yosys stat output: 703 um^2
  • Distinct cells, synth: 43
  • Top-area cell share: 17.8%
  • Synthesized area: 703 um^2
  • Yosys warns: 1
  • Avg Cell Area, Syn: 8.58 um^2
  • Register share after synthesis: 0%
  • Cell taking the most area after synthesis: ha_1
  • # Cells Yosys: 82
  • Post-Syn Instances: 82
  • Top cells by area: ha_1, mux2i_2, inv_1
  • Top cells by count: ha_1, inv_1, nor2_1

Route
  • Antenna Cells: 0
  • DRC: 0
  • 1st-iter DRT viols: 27
  • Via count: 688
  • Final wirelength: 1630 um
  • Wire per inst: 10.1 um
  • Pre-antenna DRT Iters: 4
  • ANT nets after route: 0
  • Avg Vias per Cell: 4.27

Worst hold path
  • HP Start: bin[0]
  • Hold endpoint: bcd[0]
  • Hold path depth: 0
  • Tightest Hold Check Type: input port to output port

Flow run
  • OpenROAD warnings: 36
  • Max cap viols: 0

Placement
  • Place WS: -0.221 ns
  • Half-perimeter wire length after placement: 1330 um
  • Final GP Congestion: 0.778
  • Port-buffer cells: 13
  • Placed Area: 988 um^2

Global route
  • Largest net degree at the start of global routing: 8
  • First-pass GRT wire length: 2640 um
  • Initial antenna violation count: 0
  • Total global-route track usage: 4.74%
  • Total grt overflow: 0
  • Vias in the first global route: 600

Power
  • Switching share of power: 41.9%
  • Pwr dens: 157 nW/um^2
  • Clock share of power: 0%
  • Int Power: 0.106 mW
  • Pleak: 0.508 nW
  • Total power: 0.182 mW
  • Comb power frac: 100.0%
  • Peak VDD IR: 38.5 uV
  • Flop pwr share: 0%
  • Psw: 0.0761 mW

CTS
  • Cts hold-fix bufs: 0
## routing by layer
layer / track usage (%) / vias up / share of wire [%]
met5: 0 / - / 0
met4: 0 / 0 / 0
met3: 0.341 / 0 / 3.3
met2: 7.87 / 5 / 45
met1: 6.87 / 306 / 51
li1: - / 377 / -
## how the worst max path moves through the flow
| stage | from | endpoint | slack, ns | depth (start not counted) |
|---|---|---|---|---|
| CTS | bin[4] | bcd[6] | 0.002 | 23 |
| global route | bin[6] | bcd[4] | 0.16 | 17 |
| finish | bin[6] | bcd[5] | 0.37 | 19 |
## kinds of logic after synthesis
family / after synthesis / share of synthesized area (%)
adder cells (fa/ha/maj): 10 / 17.8
XOR/XNOR: 5 / 7.30
multiplexers: 7 / 12.3
buffers and inverters: 11 / 6.41
AND/OR/NAND/NOR: 19 / 14.6
AND-OR/OR-AND: 30 / 41.6
## metrics by stage
| stage | TNS [ns] | std cells |
|---|---|---|
| 2_1_floorplan | 0 | 82 |
| 4_1_cts | 0 | 158 |
| 6_report | 0 | 161 |
| 3_3_place_gp | -0.682 | 154 |
| 5_1_grt | 0 | 161 |
| 3_5_place_dp | -0.820 | 154 |
## what timing repair did
action	CTS	global route
pin swaps	6	8
cloned	0	0
setup buffers	4	3
resized	9	14
endpoints found under the setup margin	7	7
## power groups by stage
stage / registers [mW] / logic [mW] / clock network (mW)
finish: 0 / 0.182 / 0
global route: 0 / 0.201 / 0
CTS: 0 / 0.168 / 0
## placed cells by master (no fill, tap or decap), drive strengths merged, types with 2 or more instances in the layout
cell | synthesis | routed
buf | 1 | 21
clkdlybuf4s50 | 0 | 10
inv | 10 | 10
ha | 10 | 10
nor2 | 7 | 7
a21oi | 6 | 6
mux2i | 6 | 6
o21ai | 5 | 5
xnor2 | 4 | 4
dlymetal6s2s | 0 | 3
o22a | 3 | 3
nor3 | 2 | 2
nand3 | 2 | 2
nand2b | 2 | 2
a2bb2oi | 2 | 2
o211ai | 2 | 2
## final cells by class
class / count / area (um^2)
multi-input combinational: 71 / 767
inverter: 10 / 37.5
timing repair buffer: 34 / 295
tap: 46 / 57.6
fill: 341 / 2260
No activity file was given, so power comes from the tool's default toggle rates.
