File: ./design.v
package spc700;
typedef struct packed {
    logic [1:0] stateCtrl;
    logic [1:0] addrBus;
    logic [5:0] addrCtrl;
    logic [4:0] regMode;
    logic [1:0] regAXY;
    logic [4:0] busCtrl;
    logic [5:0] ALUCtrl;
    logic [2:0] outBus;
} MicroInst_r;
typedef struct packed {
    logic [2:0] fstOp;
    logic [3:0] secOp;
    logic chgHO;
    logic intC;
    logic chgCO;
} ALUCtrl_r;
typedef struct packed {
    logic [2:0] loadPC;
    logic [1:0] loadSP;
    logic [2:0] loadP;
    logic [1:0] loadT;
} RegCtrl_r;
typedef struct packed {
    ALUCtrl_r ALU_CTRL;
    logic [1:0] STATE_CTRL;
    logic [1:0] ADDR_BUS;
    logic [5:0] ADDR_CTRL;
    logic [2:0] LOAD_PC;
    logic [1:0] LOAD_SP;
    logic [1:0] LOAD_AXY;
    logic [2:0] LOAD_P;
    logic [1:0] LOAD_T;
    logic [4:0] BUS_CTRL;
    logic [2:0] OUT_BUS;
} MCode_r;
endpackage
import spc700::*;
module SPC700_BCDAdj(
    input wire [7:0] A,
    input wire ADD,
    input wire CI,
    input wire HI,
    output wire [7:0] R,
    output wire CO
);
reg [7:0] res;
reg tempC;
always @* begin : P1
    reg [7:0] temp0, temp1;
    temp0 = A;
    tempC = CI;
    temp1 = temp0;
    if(CI == ( ~ADD) || temp0 > 8'h99) begin
        if(ADD == 1'b0) begin
            temp1 = temp0 + 8'h60;
        end else begin
            temp1 = temp0 - 8'h60;
        end
        tempC =  ~ADD;
    end
    res = temp1;
    if(HI == ( ~ADD) || temp1[3:0] > 4'h9) begin
        if(ADD == 1'b0) begin
            res = temp1 + 8'h06;
        end else begin
            res = temp1 - 8'h06;
        end
    end
end
assign R = res;
assign CO = tempC;
endmodule
File: ./run.sh
#!/bin/bash
# OpenROAD 26Q1-2900-gdf79404cd8, Yosys 0.63+post, stock flow scripts
make -C /OpenROAD-flow-scripts/flow DESIGN_CONFIG=/design/flow/config.mk WORK_HOME=/design/flow/orfs finish
File: ./config.mk
export PLATFORM = sky130hd
export DESIGN_NAME = SPC700_BCDAdj
export DESIGN_NICKNAME = SPC700_BCDAdj
export VERILOG_FILES = /design/flow/design.v
export SDC_FILE = /design/flow/constraint.sdc
export NUM_CORES = 4
export LEC_CHECK = 1
export CORE_AREA = 10 10 70 70
export DIE_AREA = 0 0 80 80
File: ./constraint.sdc
current_design SPC700_BCDAdj

set clk_period 3.0
set clk_io_pct 0.2

create_clock -name clk0 -period $clk_period

set non_clock_inputs [all_inputs -no_clocks]
set_input_delay [expr $clk_period * $clk_io_pct] -clock clk0 $non_clock_inputs
set_output_delay [expr $clk_period * $clk_io_pct] -clock clk0 [all_outputs]
==> flow_summary.json <==
{
  "routed_wl_microns": 1770,
  "drt-initial-drc-count": 18,
  "drc": 0,
  "area_delta_synth_final_pct": 100,
  "power-per-cell-area_mw_per_mm2": 236,
  "final_core_util_pct": 29.7,
  "cp_data_arrival_time_ns": 2.70,
  "place_area_sq_um": 945,
  "ys_seq_share_pct": 0,
  "p_leak_nw": 0.482,
  "grtUsageTotal_pct": 5.48,
  "die_x_microns": 80,
  "netlist_instances": 70,
  "fp_util_pct": 14.8,
  "fmax_mhz": 303,
  "ys_types": 30,
  "grt_pass1_wl_microns": 3030,
  "vias": 650,
  "max-vdd-ir-drop_mv": 0.0577,
  "rows": 21,
  "worst_pin_slew_ns": 0.259,
  "dp.final_hpwl_microns": 1440,
  "clkbuf_count": 0,
  "finalWorstSetupSlack_ns": -0.297,
  "fin_area_sq_mm": 0.00102,
  "violations": "negative setup slack",
  "status": "complete, but fails checks",
  "gp_congestion": 0.864,
  "port-buffer-count": 18,
  "ys_chip_area_sq_um": 507,
  "coreArea_sq_mm": 0.00342,
  "drt_first_pass_iters": 3,
  "ff_count": 0,
  "synth_area_per_cell_sq_um": 7.24,
  "start_kind": "primary input",
  "end_kind": "output port",
  "netlist_area_sq_um": 507,
  "nFillCells": 364,
  "crit_path_max_fanout": 3,
  "maxSlewHeadroom_pct": 82.6,
  "critical_path_class": "primary input to output port",
  "num_antenna_cells": 0,
  "die_h_microns": 80,
  "area.sequential_sq_um": 0,
  "slew_viol_final": 0,
  "logic_area_sq_um": 514,
  "rsz0062_at_grt": "yes",
  "die_area_sq_mm": 0.00640,
  "drv_cap": 0,
  "warnings": 35,
  "grt_max_degree": 9,
  "ant_nets": 0,
  "setup_viol": 1,
  "drive_gt1_share_pct": 52.1,
  "yosys_cells": 70,
  "hold_path_class": "primary input to output port",
  "antenna_found_initial": 0,
  "pin_count": 20,
  "grt-ovfl-total": 0,
  "yosys_warnings": 1,
  "grt_pass1_vias": 698,
  "finalHoldViolCount": 0,
  "min_period_over_period_pct": 110,
  "viasPerCell": 3.89,
  "wl_per_cell_microns": 10.6,
  "worstPathRequired_ns": 2.40,
  "period_needed_ns": 3.30
}
## layout make-up
| class | instances | share of cell area, % |
|---|---|---|
| inverter | 5 | 1.85 |
| multi-input combinational | 62 | 50.6 |
| tap | 46 | 5.67 |
| timing repair buffer | 54 | 41.9 |
## logic make-up (layout without fill, tap and decap cells)
logic type                 after synthesis  in the layout  share of synthesized area, %
and+or+nand+nor                         22             22                          21.0
AOI/OAI and AO/OA                       25             25                          33.3
xor gates and xnor gates                 6              6                          11.9
adders and majority gates                7              7                          20.2
buffers and inverters                    8             59                          9.63
muxes                                    2              2                          3.95
## final timing paths
path	start	endpoint	cells past startpoint	slack (ns)
worst max-delay path	A[1]	R[7]	12	-0.30
worst min-delay path	A[0]	R[0]	0	1.20
## metrics by stage
stage	std cells	hold WS, ns	worst slack, ns	TNS, ns	total power, mW
final	167	1.20	-0.297	-0.297	0.240
after global routing	167	1.20	-0.415	-0.463	0.269
after CTS	167	1.20	-0.267	-0.334	0.230
after detailed placement	160	1.20	-1.04	-3.76	0.213
after global placement	160	1.20	-1.02	-3.65	0.212
after floorplan	70	1.23	-0.0428	-0.0428	0.0944
## report_power, final
group | leakage (nW) | internal, mW | total, mW | switching (mW)
logic | 0.482 | 0.145 | 0.240 | 0.0951
clock network | 0 | 0 | 0 | 0
registers | 0 | 0 | 0 | 0
## cell usage after synthesis (all sizes together)
cell type / count / area (sq um)
a21oi: 8 / 40.0
nand2: 8 / 30.0
o21ai: 8 / 40.0
ha: 5 / 62.6
inv: 5 / 18.8
nor2: 5 / 18.8
xnor2: 4 / 35.0
buf: 3 / 30.0
fa: 2 / 40.0
mux2i: 2 / 20.0
nand4: 2 / 12.5
o211ai: 2 / 15.0
xor2: 2 / 25.0
a211oi: 1 / 12.5
a21o: 1 / 7.51
a31oi: 1 / 6.26
and2: 1 / 6.26
and2b: 1 / 7.51
and3: 1 / 6.26
nand2b: 1 / 6.26
nand3b: 1 / 7.51
nor3: 1 / 5.00
o211a: 1 / 10.0
o21bai: 1 / 7.51
o2bb2ai: 1 / 8.76
o31ai: 1 / 21.3
or2: 1 / 6.26
## critical path, stage by stage
cell and delay, ns:
buf_6 0.09, o211a_4 0.25, o31ai_4 0.19, nand2_2 0.11, mux2i_2 0.21, ha_1 0.27, or2_4 0.26, and3_4 0.17
o211ai_1 0.18, nand3b_1 0.11, xnor2_1 0.13, buf_2 0.11
## metal layers
metal	global-route usage, %	vias up	wire [microns]	share of wire [%]
met5	0	-	0	0
met4	0	0	0	0
met3	1.02	0	68	3.8
met2	10.4	8	898	51
met1	6.57	289	800	45
li1	-	353	-	-
## repair_timing
item	in CTS	in global routing
buffers inserted	8	2
pin swaps	8	7
gates cloned	0	0
setup endpoints to repair	7	3
hold buffers	0	0
gates resized	49	7
## cells in the final DEF, fill, tap and decap left out, types with 3 or more instances in the layout
master           Yosys  final
clkdlybuf4s50_1      0      5
nor2_1               5      5
buf_2                0      6
buf_6                2      3
xnor2_1              4      3
a21oi_1              8      6
o21ai_0              7      6
inv_1                5      3
ha_1                 5      5
buf_4                1     36
nand2_1              8      6
Power and IR drop assume default switching activity.
